**./config.mk**
```make
export PLATFORM = sky130hd
export DESIGN_NAME = IDEX
export DESIGN_NICKNAME = IDEX
export VERILOG_FILES = /design/flow/design.v
export SDC_FILE = /design/flow/constraint.sdc
export NUM_CORES = 4
export LEC_CHECK = 1
export CORE_AREA = 10 10 173 173
export DIE_AREA = 0 0 183 183
```
**./constraint.sdc**
```tcl
current_design IDEX

set clk_period 1.0
set clk_io_pct 0.2

create_clock -name clk0 -period $clk_period [get_ports {clk}]

set non_clock_inputs [all_inputs -no_clocks]
set_input_delay [expr $clk_period * $clk_io_pct] -clock clk0 $non_clock_inputs
set_output_delay [expr $clk_period * $clk_io_pct] -clock clk0 [all_outputs]
```
**./run.sh**
```bash
#!/bin/bash
# OpenROAD 26Q1-2900-gdf79404cd8, Yosys 0.63+post, stock flow scripts
make -C /OpenROAD-flow-scripts/flow DESIGN_CONFIG=/design/flow/config.mk WORK_HOME=/design/flow/orfs finish
```
**./design.v**
```verilog
module IDEX#(
	parameter PC_WIDTH = 9,
	parameter DATA_WIDTH = 32	 
   )
   (
   input clk, rst,
   input logic [1:0] wb,
   input logic [2:0] mem,
   input logic [3:0] ex,
   input logic [PC_WIDTH-1:0] pci,
   input logic [DATA_WIDTH-1:0] rd1,
   input logic [DATA_WIDTH-1:0] rd2,
   input logic [4:0] ifid_rs1,
   input logic [4:0] ifid_rs2,
   input logic [DATA_WIDTH-1:0] immgen, 
   input logic [4:0] rd,
   input logic [3:0] funct,
   input logic aui,
   output logic [PC_WIDTH-1:0] pco,
   output logic [1:0] wbout,
   output logic [2:0] memout,
   output logic [3:0] exout,
   output logic [DATA_WIDTH-1:0] src1,
   output logic [DATA_WIDTH-1:0] src2,
   output logic [4:0] idex_rs1,
   output logic [4:0] idex_rs2,
   output logic [DATA_WIDTH-1:0] immout, 
   output logic [4:0] rdout,
   output logic [3:0] aluin,
   output logic ipc
   );
reg [4:0] rs1_reg;
reg [4:0] rs2_reg;
reg [1:0] wb_reg;
reg [2:0] mem_reg;
reg [4:0] ex_reg;
reg [DATA_WIDTH-1:0] rd1_reg;
reg [DATA_WIDTH-1:0] rd2_reg;
reg [DATA_WIDTH-1:0] immgen_reg;
reg [4:0] rd_reg;
reg [4:0] funct_reg;
reg uipc_reg;
reg [PC_WIDTH-1:0] pc_reg;
always @ (posedge clk) begin
	if(rst==1'b1)
	begin
	wb_reg <= 0;
	mem_reg <= 0;
	ex_reg <= 0;
	rd1_reg <= 0;
	pc_reg <= 0;
	rd2_reg <= 0;
	immgen_reg <= 0;
	rd_reg <= 0;
	funct_reg <= 0;
	rs1_reg <= 0;
	rs2_reg <= 0;
	uipc_reg <= 0;
	end
	else
	begin
	wb_reg <= wb;
	mem_reg <= mem;
	ex_reg <= ex;
	rd1_reg <= rd1;
	pc_reg <= pci;
	rd2_reg <= rd2;
	immgen_reg <= immgen;
	rd_reg <= rd;
	funct_reg <= funct;
	rs1_reg <= ifid_rs1;
	rs2_reg <= ifid_rs2;
	uipc_reg <= aui;
	end
end
always_comb begin
	wbout = wb_reg;
	memout = mem_reg;
	exout = ex_reg;
	src1 = rd1_reg;
	src2 = rd2_reg;
	immout = immgen_reg;
	rdout = rd_reg;
	aluin = funct_reg;
	pco = pc_reg;
	idex_rs1 = rs1_reg;
	idex_rs2 = rs2_reg;
	ipc = uipc_reg;
end
endmodule
```
==> qor.yml <==
yosys:
  syn_inst: 282
  ys_seq_elements: 134
  yosys-stat-cells: 282
  synth.avg_cell_area_um2: 12.8
  netlist_area_um2: 3610
  synth.distinct_cells: 4
  synth_chip_area_um2: 3610
  top_cells_by_area: "dfxtp_1 (74%), nor2b_1 (23%), buf_4 (1.5%)"
  yosys_warnings: 1
  yosysTopAreaCell: "dfxtp_1"
  top_area_share_pct: 74.3
  seq_area_frac_synth_pct: 74.3
placed_design:
  dp.final_hpwl_um: 10700
  place_area_um2: 6750
  finalWeightedCongestion: 0.774
  placed_cells: 881
  port-buffer-count: 269
  pre_cts_ws_ps: -88.6
final_timing:
  slew_viol_final: 0
  rsz0062_at_grt: "yes"
  fin_ws_ps: -57.4
  post-route-min-period_ps: 1060
  tightest_slew_ps: 229
  hold_slack_ps: 132
  setup_violations: 111
  finalCritPeriodShare_pct: 106
  max_freq_ghz: 0.946
  maxSlewHeadroom_pct: 84.7
  final-hold-violation-count: 0
floorplanning:
  fp-row-count: 59
  die_area_um2: 33500
  ioPinCount: 270
  die_y_um: 183
  fp_util_pct: 13.8
  core-area_um2: 26100
  die_x_um: 183
global_route:
  grt_antenna_before_repair: 0
  grtUsageTotal_pct: 7.86
  grt.overflow.total: 0
  grt_pass1_wl_um: 19800
  grt_max_degree: 35
  grt_pass1_vias: 3025
power_and_ir_drop:
  power_mw: 13.1
  ir_worst_vdd_uv: 782
  p_leak_nw: 2.94
  powerDensity_nw_per_um2: 1940
finish:
  fillCellCount: 2803
  areaGrowthSynthToFinish_pct: 86.7
  stdcell_count: 913
  finalInstanceArea_um2: 6740
  drive_above_1_share_pct: 34.4
clocking:
  cts_inserted_buffers: 17
  root_buffer: "clkbuf_16"
  cts_hold_buf: 0
  clkSinkCount: 134
  cts_tree: "built"
  cts_setup_buffers: 0
  cts_htree_levels: 4
  clkTransAtPathRegs_ps: 60
  clk_path_buf_depth: 2
setup_path:
  critPathCaptureType: "output port"
  worstSetupPathType: "flip-flop to output port"
  critPathMaxStageDelay_ps: 340
  crit_arrival_ps: 860
  crit_chain: "buf_2"
  cp_top_family: "flip-flops"
  cpMaxStageDelayCell: "dfxtp_2"
  required_ps: 800
  path_buffers: 1
  worstSetupStartpointType: "flip-flop"
  cp_max_fo: 1
routing:
  num_vias: 2888
  drt-met1-wl_um: 5560
  first_iter_violations: 63
  dr_wl_met3_um: 1830
  drcViolationCount: 0
  wl_met2_um: 6030
  firstDrtPassIters: 3
  via_per_inst: 3.16
  postRouteAntennaNets: 0
  top_layer: "met4"
  wl_per_cell_um: 14.9
  antenna_cells: 0
  routed_wirelength_um: 13600
run_status:
  failed_checks: "setup timing"
  status: "finished with violations"
run:
  tool_warnings: 27
  maxCapViolCount: 0
min_path:
  worstHoldPathType: "input pin to flip-flop"
-- path summary, 6_finish.rpt --
path,startpoint,end,slack (ps),cells after the start
worst max-delay path,wb_reg[0],wbout[0],-60,1
worst min-delay path,rst,rd_reg[1],130,2
-- report_power, final --
group	switching, mW	internal, mW	total [mW]
clock	2.46	3.81	6.28
combinational	0.290	0.820	1.11
sequential	0.0663	5.64	5.70
-- stage by stage --
stage / setup TNS (ps) / utilization, %
6_report: -1490 / 25.8
5_1_grt: -8370 / 25.8
4_1_cts: -6430 / 25.7
3_5_place_dp: -589 / 25.8
3_3_place_gp: -666 / 25.8
2_1_floorplan: 0 / -
-- layout by cell type (no fill, tap or decap), types with 2 or more instances in the layout --
master / n
clkinv_4: 3
clkbuf_8: 2
clkbuf_16: 17
buf_12: 4
buf_4: 6
bufinv_16: 2
clkinvlp_4: 2
buf_6: 7
nor2b_1: 134
clkinv_2: 3
dfxtp_2: 25
buf_2: 127
clkdlybuf4s50_1: 134
clkbuf_1: 2
dfxtp_1: 109
-- layout make-up --
type,count,area [um2],area share [%]
timing repair buffer,278,2180,32.4
sequential,134,2710,40.3
clock buffer,21,460,6.83
clock inverter,11,125,1.86
multi-input combinational,134,838,12.4
tap,335,419,6.22
-- routing by layer --
metal,vias up,GRT usage [%]
met4,0,0.951
li1,1417,-
met3,9,4.68
met2,167,12.1
met1,1295,9.62
met5,-,0
-- Yosys cell counts (all sizes together) --
| library cell | number |
|---|---|
| dfxtp | 134 |
| nor2b | 134 |
| buf | 14 |
-- cells by family (layout without fill, tap and decap cells) --
| group | count (synthesis) | in the layout | synth area share (%) |
|---|---|---|---|
| simple gates | 134 | 134 | 23.2 |
| flops | 134 | 134 | 74.3 |
| buf+inv | 14 | 310 | 2.43 |
-- timing repair --
action	4_1_cts	5_1_grt
endpoints found under the setup margin	134	134
gates resized	459	11
gates cloned	0	0
pin swaps	0	0
