==> design.v <==
`timescale 1ns / 1ps
module instructionmemory#(
    parameter INS_ADDRESS = 9,
    parameter INS_W = 32
     )(
    input logic [ INS_ADDRESS -1:0] ra ,  
    output logic [ INS_W -1:0] rd  
    );
logic [INS_W-1 :0] Inst_mem [(2**(INS_ADDRESS-2))-1:0];
 assign Inst_mem[0] = 32'h00007033; 
 assign Inst_mem[1] = 32'h00100093; 
 assign Inst_mem[2] = 32'h00200113; 
 assign Inst_mem[3] = 32'h00308193; 
 assign Inst_mem[4] = 32'h00408213; 
 assign Inst_mem[5] = 32'h00510293; 
 assign Inst_mem[6] = 32'h00610313; 
 assign Inst_mem[7] = 32'h00718393; 
 assign Inst_mem[8] = 32'h00208433; 
 assign Inst_mem[9] = 32'h404404b3; 
 assign Inst_mem[10] = 32'h00317533; 
 assign Inst_mem[11] = 32'h0041e5b3; 
 assign Inst_mem[12] = 32'h02b20263; 
 assign Inst_mem[13] = 32'h00108413; 
 assign Inst_mem[14] = 32'h00419a63; 
 assign Inst_mem[15] = 32'h00308413; 
 assign Inst_mem[16] = 32'h0014c263; 
 assign Inst_mem[17] = 32'h00408413; 
 assign Inst_mem[18] = 32'h00b3da63; 
 assign Inst_mem[19] = 32'h00208413; 
 assign Inst_mem[20] = 32'hfe5166e3; 
 assign Inst_mem[21] = 32'h00008413; 
 assign Inst_mem[22] = 32'hfc74fee3; 
 assign Inst_mem[23] = 32'h0083e6b3; 
 assign Inst_mem[24] = 32'h018005ef; 
 assign Inst_mem[25] = 32'h02a02823; 
 assign Inst_mem[26] = 32'h16802023; 
 assign Inst_mem[27] = 32'h03002603; 
 assign Inst_mem[28] = 32'h00311733; 
 assign Inst_mem[29] = 32'h00c50a63; 
 assign Inst_mem[30] = 32'h0072c7b3; 
 assign Inst_mem[31] = 32'h00235833; 
 assign Inst_mem[32] = 32'h4034d8b3; 
 assign Inst_mem[33] = 32'h000586e7; 
 assign Inst_mem[34] = 32'h01614513; 
 assign Inst_mem[35] = 32'h02e2e593; 
 assign Inst_mem[36] = 32'h06f37613; 
 assign Inst_mem[37] = 32'h00349693; 
 assign Inst_mem[38] = 32'h00335713; 
 assign Inst_mem[39] = 32'h4026d793; 
 assign Inst_mem[40] = 32'h00a8a833; 
 assign Inst_mem[41] = 32'h00a8b833; 
 assign Inst_mem[42] = 32'h0028a813; 
 assign Inst_mem[43] = 32'h0028b813; 
 assign Inst_mem[44] = 32'hccccc837; 
 assign Inst_mem[45] = 32'hccccc817; 
 assign Inst_mem[46] = 32'h00902a23; 
 assign Inst_mem[47] = 32'h01402103; 
 assign Inst_mem[48] = 32'h01400183; 
 assign Inst_mem[49] = 32'h01401203; 
 assign Inst_mem[50] = 32'h01404283; 
 assign Inst_mem[51] = 32'h01405303; 
 assign Inst_mem[52] = 32'h00459693; 
 assign Inst_mem[53] = 32'h02d00423; 
 assign Inst_mem[54] = 32'h02802703; 
 assign Inst_mem[55] = 32'h02d01423;  
 assign Inst_mem[56] = 32'h02802703; 
assign rd =  Inst_mem [ra[INS_ADDRESS-1:2]];  
endmodule
==> run.sh <==
#!/bin/bash
# OpenROAD 26Q1-2900-gdf79404cd8, Yosys 0.63+post, stock flow scripts
make -C /OpenROAD-flow-scripts/flow DESIGN_CONFIG=/design/flow/config.mk WORK_HOME=/design/flow/orfs finish
==> config.mk <==
export PLATFORM = sky130hd
export DESIGN_NAME = instructionmemory
export DESIGN_NICKNAME = instructionmemory
export VERILOG_FILES = /design/flow/design.v
export SDC_FILE = /design/flow/constraint.sdc
export NUM_CORES = 4
export LEC_CHECK = 1
export CORE_AREA = 10 10 93 93
export DIE_AREA = 0 0 103 103
==> constraint.sdc <==
current_design instructionmemory

set clk_period 4.1
set clk_io_pct 0.2

create_clock -name clk0 -period $clk_period

set non_clock_inputs [all_inputs -no_clocks]
set_input_delay [expr $clk_period * $clk_io_pct] -clock clk0 $non_clock_inputs
set_output_delay [expr $clk_period * $clk_io_pct] -clock clk0 [all_outputs]
==> flow_summary.toml <==
# yosys + openroad results
[outcome]
outcome = "finished, final reports clean"

[place]
place_worst_setup_slack_ns = 0.05087
hpwl_mm = 7.013
place.gp.congestion = 1.005
io_buffer_count = 37

[timing]
worst-slew-pin-transition_ns = 0.6481
final-hold-violation-count = 0
worst_slack_ns = 0.04164
finalClockPeriodUsage_pct = 98.98
drv_slew = 0
slew_headroom_pct = 56.50
setup_viol = 0
fin_crit_ns = 4.058
max_freq_mhz = 246.4

[detailed_routing]
totalWireLength_mm = 9.256
ant_nets = 0
first_pass_iters = 5
wl_per_cell_um = 21.33
drtIter0Drc = 235
drc = 0
antenna_cells = 0
vias = 2723
routed_via_density = 6.274

[hold_path]
hold_path.class = "in2out"

[synthesis]
top_area_cell = "nand2_1"
netlist_area_sq_mm = 0.001984
ys_seq_share_pct = 0
ys_sh_adder_pct = 0
postSynthAreaPerCell_sq_um = 6.340
synthTopCellsByArea = "nand2_1 6.6%, a21oi_1 6.6%, buf_4 5.7%"
simple_gate_area_share_pct = 41.93
yosys-stat-cells = 313
yosys-top-cells-count = "35 x nand2_1, 30 x nor2_1, 26 x a21oi_1, 19 x nand3_1, 19 x o21ai_0"
aoi_share_pct = 38.46
synth_cell_types = 72
synthCells = 313
yosysChipArea_sq_mm = 0.001984
logic_family = "simple AND/OR/NAND/NOR gates"
synth.top_cell.area_share_pct = 6.620
mux_area_share_pct = 1.513
yosysWarnings = 2274
synth-xor-area-share_pct = 1.765
synth.most_common_cell = "nand2_1"

[power_and_ir_drop]
p_per_area_mw_per_mm2 = 104.5
vdd_drop_max_v = 0.00006261
p_leak_nw = 0.9292

[global_route]
grt_max_degree = 33
grt_pass1_vias = 2527
grt_pass1_wl_mm = 14.19
grt_antenna_before_repair = 0
gr-usage-all-layers_pct = 17.04
grt_overflow = 0

[floorplan]
fp_util_pct = 29.37
die_height_um = 103
ios = 41
die_area_sq_mm = 0.01061
rows = 30
coreArea_sq_mm = 0.006756
die_w_um = 103

[clock_tree]
hold_buffers = 0

[cells_and_area]
drive_above_1_share_pct = 18.64
nFillCells = 737
nClkBuffers = 0
nFlopsAndLatches = 0
flop_area_sq_um = 0
fin_util_pct = 38.00
syn_to_final_growth_pct = 29.38

[worst_setup_path]
critPathMaxFanout = 18
critical_path_class = "in2out"
cp-start-kind = "input port"
worstPathArrival_ns = 3.24
crit_path_end_kind = "output port"
crit_required_ns = 3.28

[job]
warning_count = 34
cap_violations = 0
==> kinds of logic (layout without fill, tap and decap cells) <==
family / Yosys count / in the layout
AND/OR/NAND/NOR: 153 / 153
multiplexers: 3 / 3
other: 1 / 2
XOR/XNOR: 4 / 4
AND-OR/OR-AND: 107 / 107
buffers and inverters: 45 / 85
==> area by class of cell <==
cell class | count | area, sq um | area share, %
Timing Repair Buffer | 79 | 748.2 | 29.14
Tap cell | 80 | 100.1 | 3.899
Multi-Input combinational cell | 269 | 1697 | 66.08
Inverter | 6 | 22.52 | 0.8772
==> where the power goes <==
part / switching (W) / total [W] / leakage (nW) / internal, W
Combinational: 0.000145 / 0.000268 / 0.929 / 0.000123
Clock: 0 / 0 / 0 / 0
Sequential: 0 / 0 / 0 / 0
==> cells in the final DEF (no fill, tap or decap), drive strengths merged, types with 4 or more instances in the layout <==
cell	instances
a21oi	26
nor2b	8
nand4	7
o211ai	6
clkdlybuf4s50	37
nor4	6
a2111oi	4
nand2b	11
buf	42
o21ai	22
inv	6
nand2	36
a22oi	4
nand3	19
or3	4
o31ai	4
nor3	8
a31oi	4
a311oi	6
a21o	5
o32ai	5
nor2	31
nor3b	5
==> per-stage QoR <==
| stage | cells | total power, W | hold slack [ns] | TNS [ns] | instance area, sq um |
|---|---|---|---|---|---|
| floorplan | 314 | 0.0001503 | 1.791 | 0 | 1988 |
| global placement | 434 | 0.0002650 | 2.810 | 0 | 2539 |
| detailed placement | 434 | 0.0002605 | 2.808 | 0 | 2539 |
| CTS | 434 | 0.0002618 | 2.816 | 0 | 2539 |
| global route | 434 | 0.0002870 | 2.858 | -0.002998 | 2567 |
| finish | 434 | 0.0002682 | 2.808 | 0 | 2567 |
==> worst max-delay path, stage by stage <==
cell             delay (ns)
clkdlybuf4s50_1        0.50
buf_12                 0.15
or2_1                  0.26
nor4_1                 0.09
buf_4                  0.15
a311oi_1               0.52
o2111ai_1              0.26
clkdlybuf4s50_1        0.47
==> metal layers <==
| metal | track usage (%) | up-vias | wire [um] |
|---|---|---|---|
| met5 | 0 | - | 0 |
| met4 | 6.310 | 0 | 335 |
| met3 | 1.896 | 31 | 1050 |
| met2 | 25.06 | 190 | 4050 |
| met1 | 24.81 | 1254 | 3820 |
| li1 | - | 1248 | - |
==> path summary, 6_finish.rpt <==
check | to | from | depth (start not counted)
setup / recovery | rd[23] | ra[6] | 8
hold / removal | rd[19] | ra[5] | 5
==> repair_timing <==
| action | CTS | global route |
|---|---|---|
| setup endpoints to repair | 0 | 6 |
| setup buffers | 0 | 0 |
| resized | 0 | 5 |
Power and IR drop assume default switching activity.
